===== flow/config.mk =====
export PLATFORM = sky130hd
export DESIGN_NAME = simpleCalc
export DESIGN_NICKNAME = simpleCalc
export VERILOG_FILES = /design/flow/design.v
export SDC_FILE = /design/flow/constraint.sdc
export NUM_CORES = 4
export LEC_CHECK = 1
export CORE_UTILIZATION = 30

===== flow/constraint.sdc =====
current_design simpleCalc

set clk_period 5.5
set clk_io_pct 0.2

create_clock -name clk0 -period $clk_period [get_ports {clk}]

set non_clock_inputs [all_inputs -no_clocks]
set_input_delay [expr $clk_period * $clk_io_pct] -clock clk0 $non_clock_inputs
set_output_delay [expr $clk_period * $clk_io_pct] -clock clk0 [all_outputs]

===== flow/design.v =====
module singlePulser(out,clock,in);
input in,clock;
output out;
reg out = 0;
reg temp = 0;
always @(posedge clock)
	begin
		if(in == 0)
			begin
				out = 0;
				temp = 0;
			end
		else if (in == 1 && out == 0 && temp == 0) 
			begin 
				out = 1;
				temp = 1;
			end
		else if (in == 1 && out == 1)
			begin
				out = 0;
			end
	end
endmodule
`timescale 1ns / 1ps
module bin_to_decimal(
	input [15:0] B,
	output reg [19:0] bcdout
	);
	reg [35:0] z;
	integer i;
always @(*)
  begin
    for(i = 0; i <= 35; i = i+1)
	z[i] = 0;
    z[18:3] = B;  
    repeat(13)
	 begin
	if(z[19:16] > 4)	
		z[19:16] = z[19:16] + 3;
	if(z[23:20] > 4) 	
		z[23:20] = z[23:20] + 3;
	if(z[27:24] > 4) 	
		z[27:24] = z[27:24] + 3;
	if(z[31:28] > 4) 	
		z[31:28] = z[31:28] + 3;
	if(z[35:32] > 4) 	
		z[35:32] = z[35:32] + 3;
	z[35:1] = z[34:0];
    end      
    bcdout = z[35:16]; 
  end         
endmodule
`timescale 1ns / 1ps
module Debouncer(
output out,
input clock,
input in
    );
reg hold;
reg out;
integer i;
always @(posedge clock)
begin
if(in)
    begin
        i=i+1;
        if(i==24'd5000000)
        begin
            out = 1;
            hold = 1;
        end
        else
        begin
            out = 0;
        end
    end
    else
    begin
        out = 0;
        hold = 0;
        i = 0;
    end
end
endmodule
`timescale 1ns / 1ps
module divider(
    input [7:0] div,  
    input [7:0] dvr,  
	input clk,
    output [7:0] quotient,  
    output [7:0] remainder  
    );
integer i;
reg [7:0] diff;  
reg [7:0] qu; 
reg [7:0] rem; 
always @(posedge clk) begin
rem [7:0] = 8'b0;  
qu [7:0] = div[7:0];  
for (i=0;i<=7;i=i+1) begin
rem = rem<<1; 
rem[0] = qu[7]; 
qu = qu<<1; 
qu[0] = 1'b0; 
 if ( rem >= dvr) begin
rem = rem-dvr;
qu[0] = 1'b1;
						end
			end
end 
assign remainder [7:0] = rem[7:0];
assign quotient [7:0] = qu[7:0];
endmodule
`timescale 1ns / 1ps
module seg7decimal(
	 input [15:0] x,
    input clk,
    input clr,
    output reg [6:0] a_to_g,
    output reg [3:0] an,
    output wire dp 
	 );
wire [1:0] s;	 
reg [3:0] digit;
wire [3:0] aen;
reg [19:0] clkdiv;
assign dp = 1;
assign s = clkdiv[19:18];
assign aen = 4'b1111;  
always @(posedge clk) 
	case(s)
	0:digit = x[3:0];  
	1:digit = x[7:4];  
	2:digit = x[11:8];  
	3:digit = x[15:12];  
	default:digit = x[3:0];
	endcase
	always @(*)
case(digit)
0:a_to_g = 7'b1000000; 
1:a_to_g = 7'b1111001; 
2:a_to_g = 7'b0100100; 
3:a_to_g = 7'b0110000; 
4:a_to_g = 7'b0011001; 
5:a_to_g = 7'b0010010; 
6:a_to_g = 7'b0000010; 
7:a_to_g = 7'b1111000; 
8:a_to_g = 7'b0000000; 
9:a_to_g = 7'b0010000; 
'hA:a_to_g = 7'b0111111;  
'hB:a_to_g = 7'b1111111;  
'hC:a_to_g = 7'b1110111;
default: a_to_g = 7'b0000000;  
endcase
always @(*)begin
an=4'b1111;
if(aen[s] == 1)
an[s] = 0;
end
always @(posedge clk or posedge clr) begin
if ( clr == 1)
clkdiv <= 0;
else
clkdiv <= clkdiv+1;
end
endmodule
`timescale 1ns/1ps
module simpleCalc(seg,an,dp,sw,BtnD,BtnU,BtnL,BtnR,clk);
input [7:0] sw;
input BtnD;  
input BtnL;  
input BtnR;  
input BtnU;  
input clk;
output [6:0] seg;
output [3:0] an;
output dp;
wire add_sig,sub_sig,mul_sig,div_sig;
wire add,sub,mul,div;
Debouncer d1(add_sig,clk,BtnU);
Debouncer d2(sub_sig,clk,BtnL);
Debouncer d3(mul_sig,clk,BtnD);
Debouncer d4(div_sig,clk,BtnR);
singlePulser s1(add,add_sig,clk);
singlePulser s2(sub,sub_sig,clk);
singlePulser s3(mul,mul_sig,clk);
singlePulser s4(div,div_sig,clk);
wire [3:0] QU;
reg [7:0] q; 
wire [19:0] bcdout;
bin_to_decimal u1 (
.B(q), 
.bcdout(bcdout)
);
seg7decimal u7 (
.x(bcdout),
.clk(clk),
.clr(btnC),
.a_to_g(seg),
.an(an),
.dp(dp)
);
divider u13(
.clk(clk),
.div(sw[7:4]),
.dvr(sw[3:0]),
.quotient(QU),
.remainder(REM)
);
always @(*)
begin
  if(add)   q = sw[7:4] + sw[3:0];
  else if(sub) q = sw[7:4] - sw[3:0];
  else if(mul) q = sw[7:4] * sw[3:0];
  else if(div) q = QU;
  end
endmodule

===== flow/run.sh =====
#!/bin/bash
# OpenROAD 26Q1-2900-gdf79404cd8, Yosys 0.63+post, stock flow scripts
make -C /OpenROAD-flow-scripts/flow DESIGN_CONFIG=/design/flow/config.mk WORK_HOME=/design/flow/orfs finish

==> impl_metrics.csv <==
group,metric,value,unit
outcome,status,"finished, violations left",
outcome,violations,"negative setup slack",
timing,relSlewSlack,42.71,%
timing,drv_slew,0,
synthesis,yosysWarningCount,15,
placed_design,port_buffers,19,
timing,final.setup_skew,14.18,ps
power,finalPower,0.004223,W
critical_path,cp-start-kind,"input port",
die,dieArea,36340,um^2
cells_and_area,drive_above_1_share,18.62,%
global_routing,grt_pass1_vias,8356,
global_routing,use_met1,18.41,%
die,io_pins,25,
die,core,34800,um^2
timing,unclocked_pins,16,
power,p_sw,0.001358,W
die,die_w,190.6,um
placed_design,place_congestion,0.8789,
critical_path,critPathKind,"in2reg",
power,p_leak,5.581,nW
timing,rsz0062_at_grt,"yes",
timing,finalHoldViolCount,0,
global_routing,gr-total-overflow,0,
synthesis,ys_ff,159,
timing,untimed_endpoints,23,
synthesis,ys_async_sr_fraction,0,%
global_routing,antenna_found_initial,0,
cells_and_area,post-route-util,38.72,%
synthesis,synth_top_area_share,28.32,%
routing,wirelength,21.66,mm
synthesis,ys_cells,1280,
power,power_frac_comb,42.1,%
hold_path,hp-class,"reg2reg",
routing,wl_per_cell,11.37,um
synthesis,syn_inst,1280,
synthesis,top_cells_by_count,"dfxtp_1 (151), and2_1 (111), xnor2_1 (106)",
die,placementRows,68,
routing,final_antenna_net_count,0,
synthesis,ff_type,"dfxtp_1",
critical_path,worstPathRequired,5930,ps
timing,worstMarginPinSlew,851.5,ps
power,internal_power,0.002865,W
flow_run,drv_cap,0,
routing,drt_iter0_drc,439,
die,fp_util,30.67,%
timing,fin_ws,-3548,ps
critical_path,timing.critical_path.max_delay_family,"AND-OR/OR-AND gates",
timing,fin_crit_sh,164.5,%
synthesis,edf_count,0,
critical_path,critPathBufInv,4,
global_routing,grt_max_degree,33,
timing,fin_crit,9048,ps
timing,max_freq,0.1105,GHz
global_routing,gr-usage-met2,19.50,%
critical_path,cpPeakStageDelay,340,ps
routing,routed-via-count,8963,
critical_path,cp_common_cell,"ha_4",
synthesis,ys_types,90,
clocking,clk_pin_slew_worst_paths,70,ps
global_routing,grt_pass1_wl,37.54,mm
routing,post-route-drc-count,0,
critical_path,crit_fanout,5,
power,swShare,32.17,%
routing,vias_per_cell,4.705,
synthesis,synth_top_cell_by_count,"dfxtp_1",
global_routing,gr-usage-met3,1.690,%
critical_path,end_kind,"flip-flop",
global_routing,top_usage_layer,"met2",
synthesis,syn_avg_cell_area,8.339,um^2
synthesis,yosysTopAreaCell,"dfxtp_1",
placed_design,dp_hpwl,15.44,mm
power,power.share.sequential,26.2,%
die,die_height,190.6,um
power,irDropWorstVdd,0.2521,mV
cells_and_area,syn2layout_area_growth,26.23,%
power,p_clk_share,31.6,%
power,powerDensity,313.4,nW/um^2
timing,setup_viol,4,
clocking,cts_tree,"built",
global_routing,grt_usage,12.35,%
synthesis,synth_chip_area,10670,um^2
flow_run,warning_count,54,
critical_path,critPathSlowestCell,"a221oi_4",
synthesis,topCellsByArea,"dfxtp_1 (28%), xnor2_1 (8.7%), ha_1 (8.1%)",
routing,antenna_cells,0,
clocking,clock_latency,540,ps
cells_and_area,nFillCells,3404,
critical_path,worstPathArrival,9480,ps
routing,drt_first_pass_iters,4,
synthesis,synthesis.area,10670,um^2
-- area by class of cell --
type	count	area, um^2	area share (%)
clock buffer	21	525.5	3.900
clock inverter	15	181.4	1.346
inverter	60	236.5	1.755
multi-input combinational	1022	7428	55.13
sequential	159	3143	23.33
tap	455	569.3	4.225
timing repair buffer	173	1390	10.32
-- worst register-to-register path: cells and delay by family (launching register included) --
| kind | cells | cell delay (ps) |
|---|---|---|
| AND/OR/NAND/NOR | 10 | 2250 |
| flip-flops | 1 | 390 |
| AND-OR/OR-AND | 1 | 120 |
| adder cells (fa/ha/maj) | 1 | 270 |
| XOR/XNOR | 1 | 140 |
-- per-stage QoR --
step	setup TNS (ps)	hold slack [ps]	setup slack [ps]	area (um^2)	instances
after CTS	-7010	454.6	-3478	13300	1890
after detailed placement	-11820	444.6	-4678	12330	1833
final	-7772	453.1	-3548	13470	1905
after global placement	-11140	436.4	-4479	12330	1833
after floorplan	-11230	420.8	-4698	10910	1283
after global routing	-8794	489.4	-3878	13470	1905
-- placed cells by master, fill, tap and decap left out, drive strengths merged, types with 14 or more instances in the layout --
cell type / Yosys / final
a21boi: 14 / 14
a21oi: 45 / 45
a31oi: 17 / 17
and2: 112 / 112
and3: 27 / 27
buf: 13 / 156
clkbuf: 29 / 21
clkdlybuf4s50: 0 / 15
dfxtp: 151 / 151
ha: 69 / 69
inv: 60 / 69
mux2i: 21 / 21
nand2: 88 / 88
nand2b: 15 / 15
nand3: 65 / 65
nand4: 31 / 31
nor2: 105 / 105
nor2b: 27 / 27
nor3: 26 / 26
nor4: 18 / 18
o21ai: 45 / 45
or3: 14 / 14
xnor2: 106 / 106
xor2: 49 / 49
-- logic make-up (layout without fill, tap and decap cells) --
group           Yosys count  in the layout  share of synthesized area [%]
latches                   8              8                          1.125
simple gates            557            557                          27.90
flops                   151            151                          28.32
buf+inv                 102            269                          4.138
other cells               2              5                        0.07036
xor+xnor                156            156                          13.00
compound gates          199            199                          13.03
mux                      27             27                          2.637
fa+ha+maj                78             78                          9.776
-- path summary, 6_finish.rpt --
check	startpoint	endpoint	slack, ps	depth (start not counted)
worst max-delay path	sw[1]	u13.qu[0]	-3550	46
worst min register to register	d3.i[0]	d3.i[0]	450	1
worst max register to register	d2.i[0]	d2.out	2230	13
worst min-delay path	d3.i[0]	d3.i[0]	450	1
-- power groups by stage --
stage / Sequential [W] / Combinational (W) / Clock, W
final: 0.00111 / 0.00178 / 0.00134
after CTS: 0.00111 / 0.00167 / 0.00138
after global routing: 0.00111 / 0.00195 / 0.00144
-- sequential cells by signal (all words and copies together) (netlist names), 4 cells and up --
register	flops
u13.qu	4
d4.i	32
d3.i	32
d1.i	32
seg	7
q	8
d2.i	32
-- layer usage --
| layer | vias up | part of all wire [%] |
|---|---|---|
| li1 | 4758 | - |
| met1 | 4066 | 53 |
| met2 | 113 | 44 |
| met3 | 26 | 2.4 |
| met4 | 0 | 1.3 |
| met5 | - | 0 |
-- what timing repair did --
item | CTS | global route
hold buffers | 0 | 0
gates resized | 39 | 16
setup buffers | 21 | 16
pin swaps | 30 | 23
setup endpoints to repair | 4 | 4
Power figures rest on the tool's default switching activity, not on a simulated workload.
